$ cat /design/flow/design.v
`timescale 1ns / 1ps
module DEC(
input 			clk,
input	[31:0] 	instr,
input 			regwrite_WB, 		 
input 	[4:0] 	wa_WB,				 
input 	[31:0] 	wdata,				 
output wire 	[31:0]	rda,rdb, 
output wire 	[31:0]	imm,
output wire			ALUsrc,	    
output wire			[1:0] ALUOP, 
output wire			regwrite,memtoreg, 		    
output wire			memread,memwrite,branch,    
output wire			[4:0]	wa, 	
output wire         [2:0]	funct3,
output wire         		funct7,
output wire			[4:0]	ra1, 
output wire			[4:0]	ra2
);
assign 	wa 		= 	instr[11:7];
assign 	funct3	=	instr[14:12];
assign	funct7 	=  	instr[30];
assign 	ra1 	= 	instr[19:15];
assign 	ra2 	= 	instr[24:20];
regfile regfile (
	.clk(clk), 
	.ra1(ra1),
	.ra2(ra2),
	.wa(wa_WB),
	.en_write(regwrite_WB),
	.wdata(wdata),
	.rd1(rda),
	.rd2(rdb)
);
ImmGen ImmGen(
.instr(instr),
.imm_out(imm)
);
control control(
.opcode(instr[6:0]),
.ALUsrc(ALUsrc),.ALUOP(ALUOP),			 
.regwrite(regwrite),.memtoreg(memtoreg),   
.memread(memread),.memwrite(memwrite),.branch(branch)	  
);
endmodule
`timescale 1ns / 1ps
module ImmGen(
input [31:0] instr,
output reg[31:0] imm_out
);
always@(*)
begin
        case (instr[6:0])
		7'b0010011: 
			begin						
			if(instr[14:12]==3'b101) begin     
				imm_out[5:0] <= instr[25:20];
				imm_out[31:6] <= 26'd0;
			end
			else begin							 
				imm_out[11:0] <= instr[31:20];
				if(instr[31])
				imm_out[31:12] <= 20'hfffff;	    
				else
				imm_out[31:12] <= 20'd0;
			end
		end
		7'b0110111:
		begin
			imm_out[19:0] <= instr[31:12];
			imm_out[31:20] <= 12'd0;
		end
        default : 
		begin
			imm_out[31:0] <= 32'd0;
		end	
        endcase
end
endmodule
module control(
    input wire [6:0]	opcode,  
    output reg ALUsrc,  
    output reg [1:0] ALUOP,  
	output reg			regwrite,memtoreg,  		    
	output reg			memread,memwrite,branch	   	 
);
always@(*) begin
        case (opcode[6:0])
		7'b0110011:       
			begin
			regwrite <= 1'b1;
			memtoreg <= 1'b0;
			ALUsrc	 <= 1'b0;  
			ALUOP 	 <= 2'b10; 
			memread  <=  1'b0;
			memwrite <=  1'b0;
			branch   <=  1'b0;
			end
		7'b0010011: 	 
			begin		
			regwrite <= 1'b1;
			memtoreg <= 1'b0;
			ALUsrc	 <= 1'b1;	 
			ALUOP 	 <= 2'b11;
		    memread  <=  1'b0;
			memwrite <=  1'b0;
			branch   <=  1'b0;
			end
		7'b0110111: 	 
			begin		
			regwrite <= 1'b1;
			memtoreg <= 1'b0;
			ALUsrc	 <= 1'b1;	 
			ALUOP 	 <= 2'b01;
		    memread  <=  1'b0;
			memwrite <=  1'b0;
			branch   <=  1'b0;			
			end
		default : 
			begin
			regwrite <= 1'b0;
			memtoreg <= 1'b0;
			ALUsrc   <= 1'b0;
			ALUOP    <= 2'b00;
		    memread  <=  1'b0;
			memwrite <=  1'b0;
			branch   <=  1'b0;			
			end
        endcase
end
endmodule
module regfile(
input clk, 
input [4:0] ra1,ra2, 
input en_write, 
input [4:0] wa, 
input [31:0] wdata,
output reg[31:0] rd1,rd2  
);
	reg [31:0]  reg_r0_q; 
    reg [31:0]  reg_r1_q;
    reg [31:0]  reg_r2_q;
    reg [31:0]  reg_r3_q;
    reg [31:0]  reg_r4_q;
    reg [31:0]  reg_r5_q;
    reg [31:0]  reg_r6_q;
    reg [31:0]  reg_r7_q;
    reg [31:0]  reg_r8_q;
    reg [31:0]  reg_r9_q;
    reg [31:0] reg_r10_q;
    reg [31:0] reg_r11_q;
    reg [31:0] reg_r12_q;
    reg [31:0] reg_r13_q;
    reg [31:0] reg_r14_q;
    reg [31:0] reg_r15_q;
    reg [31:0] reg_r16_q;
    reg [31:0] reg_r17_q;
    reg [31:0] reg_r18_q;
    reg [31:0] reg_r19_q;
    reg [31:0] reg_r20_q;
    reg [31:0] reg_r21_q;
    reg [31:0] reg_r22_q;
    reg [31:0] reg_r23_q;
    reg [31:0] reg_r24_q;
    reg [31:0] reg_r25_q;
    reg [31:0] reg_r26_q;
    reg [31:0] reg_r27_q;
    reg [31:0] reg_r28_q;
    reg [31:0] reg_r29_q;
    reg [31:0] reg_r30_q;
    reg [31:0] reg_r31_q;
	wire [31:0] x0_zero_w = 32'b0 ;
	wire [31:0] x1_ra_w   = reg_r1_q;
	wire [31:0] x2_sp_w   = reg_r2_q;
	wire [31:0] x3_gp_w   = reg_r3_q;
	wire [31:0] x4_tp_w   = reg_r4_q;
	wire [31:0] x5_t0_w   = reg_r5_q;
	wire [31:0] x6_t1_w   = reg_r6_q;
	wire [31:0] x7_t2_w   = reg_r7_q;
	wire [31:0] x8_s0_w   = reg_r8_q;
	wire [31:0] x9_s1_w   = reg_r9_q;
	wire [31:0] x10_a0_w  = reg_r10_q;
	wire [31:0] x11_a1_w  = reg_r11_q;
	wire [31:0] x12_a2_w  = reg_r12_q;
	wire [31:0] x13_a3_w  = reg_r13_q;
	wire [31:0] x14_a4_w  = reg_r14_q;
	wire [31:0] x15_a5_w  = reg_r15_q;
	wire [31:0] x16_a6_w  = reg_r16_q;
	wire [31:0] x17_a7_w  = reg_r17_q;
	wire [31:0] x18_s2_w  = reg_r18_q;
	wire [31:0] x19_s3_w  = reg_r19_q;
	wire [31:0] x20_s4_w  = reg_r20_q;
	wire [31:0] x21_s5_w  = reg_r21_q;
	wire [31:0] x22_s6_w  = reg_r22_q;
	wire [31:0] x23_s7_w  = reg_r23_q;
	wire [31:0] x24_s8_w  = reg_r24_q;
	wire [31:0] x25_s9_w  = reg_r25_q;
	wire [31:0] x26_s10_w = reg_r26_q;
	wire [31:0] x27_s11_w = reg_r27_q;
	wire [31:0] x28_t3_w  = reg_r28_q;
	wire [31:0] x29_t4_w  = reg_r29_q;
	wire [31:0] x30_t5_w  = reg_r30_q;
	wire [31:0] x31_t6_w  = reg_r31_q;
    always@(*)
    begin
        case (ra1)
		5'd0:  rd1 <= x0_zero_w ;
        5'd1:  rd1 <= x1_ra_w   ;
        5'd2:  rd1 <= x2_sp_w   ;
        5'd3:  rd1 <= x3_gp_w   ;
        5'd4:  rd1 <= x4_tp_w   ;
        5'd5:  rd1 <= x5_t0_w   ;
        5'd6:  rd1 <= x6_t1_w   ;
        5'd7:  rd1 <= x7_t2_w   ;
        5'd8:  rd1 <= x8_s0_w   ;
        5'd9:  rd1 <= x9_s1_w   ;
        5'd10: rd1 <= x10_a0_w  ;
        5'd11: rd1 <= x11_a1_w  ;
        5'd12: rd1 <= x12_a2_w  ;
        5'd13: rd1 <= x13_a3_w  ;
        5'd14: rd1 <= x14_a4_w  ;
        5'd15: rd1 <= x15_a5_w  ;
        5'd16: rd1 <= x16_a6_w  ;
        5'd17: rd1 <= x17_a7_w  ;
        5'd18: rd1 <= x18_s2_w  ;
        5'd19: rd1 <= x19_s3_w  ;
        5'd20: rd1 <= x20_s4_w  ;
        5'd21: rd1 <= x21_s5_w  ;
        5'd22: rd1 <= x22_s6_w  ;
        5'd23: rd1 <= x23_s7_w  ;
        5'd24: rd1 <= x24_s8_w  ;
        5'd25: rd1 <= x25_s9_w  ;
        5'd26: rd1 <= x26_s10_w ;
        5'd27: rd1 <= x27_s11_w ;
        5'd28: rd1 <= x28_t3_w  ;
        5'd29: rd1 <= x29_t4_w  ;
        5'd30: rd1 <= x30_t5_w  ;
        5'd31: rd1 <= x31_t6_w  ;
     default : rd1 <= 32'h00000000;
        endcase
        case (ra2)
		5'd0:  rd2 <= x0_zero_w ;
        5'd1:  rd2 <= x1_ra_w   ;
        5'd2:  rd2 <= x2_sp_w   ;
        5'd3:  rd2 <= x3_gp_w   ;
        5'd4:  rd2 <= x4_tp_w   ;
        5'd5:  rd2 <= x5_t0_w   ;
        5'd6:  rd2 <= x6_t1_w   ;
        5'd7:  rd2 <= x7_t2_w   ;
        5'd8:  rd2 <= x8_s0_w   ;
        5'd9:  rd2 <= x9_s1_w   ;
        5'd10: rd2 <= x10_a0_w  ;
        5'd11: rd2 <= x11_a1_w  ;
        5'd12: rd2 <= x12_a2_w  ;
        5'd13: rd2 <= x13_a3_w  ;
        5'd14: rd2 <= x14_a4_w  ;
        5'd15: rd2 <= x15_a5_w  ;
        5'd16: rd2 <= x16_a6_w  ;
        5'd17: rd2 <= x17_a7_w  ;
        5'd18: rd2 <= x18_s2_w  ;
        5'd19: rd2 <= x19_s3_w  ;
        5'd20: rd2 <= x20_s4_w  ;
        5'd21: rd2 <= x21_s5_w  ;
        5'd22: rd2 <= x22_s6_w  ;
        5'd23: rd2 <= x23_s7_w  ;
        5'd24: rd2 <= x24_s8_w  ;
        5'd25: rd2 <= x25_s9_w  ;
        5'd26: rd2 <= x26_s10_w ;
        5'd27: rd2 <= x27_s11_w ;
        5'd28: rd2 <= x28_t3_w  ;
        5'd29: rd2 <= x29_t4_w  ;
        5'd30: rd2 <= x30_t5_w  ;
        5'd31: rd2 <= x31_t6_w  ;
     default : rd2 <= 32'h00000000;
        endcase
    end
    always@(negedge clk)
    begin
	if(en_write)
		case (wa)
		5'd0:	reg_r0_q  <= 32'b0;
        5'd1:   reg_r1_q  <= wdata ;
        5'd2:   reg_r2_q  <= wdata ;
        5'd3:   reg_r3_q  <= wdata ;
        5'd4:   reg_r4_q  <= wdata ;
        5'd5:   reg_r5_q  <= wdata ;
        5'd6:   reg_r6_q  <= wdata ;
        5'd7:   reg_r7_q  <= wdata ;
        5'd8:   reg_r8_q  <= wdata ;
        5'd9:   reg_r9_q  <= wdata ;
        5'd10:  reg_r10_q <= wdata ;
        5'd11:  reg_r11_q <= wdata ;
        5'd12:  reg_r12_q <= wdata ;
        5'd13:  reg_r13_q <= wdata ;
        5'd14:  reg_r14_q <= wdata ;
        5'd15:  reg_r15_q <= wdata ;
        5'd16:  reg_r16_q <= wdata ;
        5'd17:  reg_r17_q <= wdata ;
        5'd18:  reg_r18_q <= wdata ;
        5'd19:  reg_r19_q <= wdata ;
        5'd20:  reg_r20_q <= wdata ;
        5'd21:  reg_r21_q <= wdata ;
        5'd22:  reg_r22_q <= wdata ;
        5'd23:  reg_r23_q <= wdata ;
        5'd24:  reg_r24_q <= wdata ;
        5'd25:  reg_r25_q <= wdata ;
        5'd26:  reg_r26_q <= wdata ;
        5'd27:  reg_r27_q <= wdata ;
        5'd28:  reg_r28_q <= wdata ;
        5'd29:  reg_r29_q <= wdata ;
        5'd30:  reg_r30_q <= wdata ;
        5'd31:  reg_r31_q <= wdata ;
		endcase				     
	end
endmodule	
$ cat /design/flow/run.sh
#!/bin/bash
# OpenROAD 26Q1-2900-gdf79404cd8, Yosys 0.63+post, stock flow scripts
make -C /OpenROAD-flow-scripts/flow DESIGN_CONFIG=/design/flow/config.mk WORK_HOME=/design/flow/orfs finish
$ cat /design/flow/config.mk
export PLATFORM = sky130hd
export DESIGN_NAME = DEC
export DESIGN_NICKNAME = DEC
export VERILOG_FILES = /design/flow/design.v
export SDC_FILE = /design/flow/constraint.sdc
export NUM_CORES = 4
export LEC_CHECK = 1
export CORE_UTILIZATION = 30
$ cat /design/flow/constraint.sdc
current_design DEC

set clk_period 6.4
set clk_io_pct 0.2

create_clock -name clk0 -period $clk_period [get_ports {clk}]

set non_clock_inputs [all_inputs -no_clocks]
set_input_delay [expr $clk_period * $clk_io_pct] -clock clk0 $non_clock_inputs
set_output_delay [expr $clk_period * $clk_io_pct] -clock clk0 [all_outputs]
==> ci_impl_report.md <==
## Implementation flow summary

| Metric | Value |
|---|---|
| Final hold vios | 0 |
| Most numerous logic cells after layout | inv_1 (1007), edfxtp_1 (992), a22oi_1 (485), buf_4 (471), nand3_1 (249) |
| VDD IR max | 0.273 mV |
| Die Ht | 384 µm |
| Via/cell ratio | 6.04 |
| Worst slew pin tran | 1.29 ns |
| CP bufs+invs | 1 |
| Initial core utilization | 30.4% |
| H-tree levels | 3 |
| Final setup margin | -0.690 ns |
| Cell leakage power | 25.6 nW |
| RSZ-0062 raised after global routing | yes |
| Synth Instances | 3136 |
| Critical Path RT | 5.12 ns |
| Total grt overflow | 0 |
| Root Buffer | clkbuf_16 |
| Combinational power share | 6.6% |
| Synth Cell Area | 43800 µm² |
| CTS tree | yes |
| Util after Layout | 43.4% |
| Crit path DAT | 5.81 ns |
| Die x size | 384 µm |
| Status | complete, but fails checks |
| Post-synthesis average cell area | 14.0 µm² |
| Fillers | 12461 |
| Num rows | 139 |
| P&R area growth vs syn | 42.9% |
| Worst-path clk slew | 0.03 ns |
| Overall Global Routing Usage | 30.9% |
| Share of cells above drive strength 1 | 26.0% |
| Max Buffers Root-to-Sink | 3 |
| Tool warning count | 1020 |
| CP peak stage delay | 0.55 ns |
| Post-synth regs | 992 |
| Via count | 40281 |
| Die area | 147000 µm² |
| First-pass GRT wire length | 299 mm |
| Share of the yosys chip area belonging to registers | 68.0% |
| Clk sink count | 992 |
| ANT nets after route | 0 |
| Power Internal | 12.9 mW |
| Drt wl/cell | 32.8 µm |
| Drt first-iter violations | 4053 |
| Num ports | 194 |
| Placed cell areas | 52000 µm² |
| Antenna violations before repair | 10 |
| Distinct lib cells | 55 |
| Failing checks | negative setup slack |
| CP Launch Type | register |
| HP Class | in -> out |
| CP top delay family | simple AND/OR/NAND/NOR gates |
| DRC viols | 0 |
| Post-synth EDFFs | 992 |
| Design area | 62600 µm² |
| Max Slew Vio Count | 0 |
| Finish-stage setup viols | 64 |
| Pin count of the biggest net entering global routing | 56 |
| Yosys chip area | 43800 µm² |
| IO Port Bufs | 179 |
| Final WL | 218 mm |
| Post-DP HPWL | 129 mm |
| Max Cap Viol | 0 |
| Ys cells | 3136 |
| CTS buffer count | 104 |
| Crit-path cells | and3_1 > a22o_1 > or4_1 > or4_4 > buf_2 |
| Sw Pwr | 5.10 mW |
| Worst Path Max Fanout | 2 |
| Synth Flop Type | edfxtp_1 |
| Async SR Flop Fraction | 0% |
| CP Capture Type | output port |
| Crit Path Category | reg -> out |
| First-pass DRT Iterations | 9 |
| Vias in the first global route | 43479 |
| Proportion of power drawn by the clock network | 52.6% |
| Pwr Density | 287 nW/µm² |
| Reg power frac | 40.7% |
| Crit-path slowest cell | or4_4 |
| Synth warnings | 3 |
| Routability congestion estimate | 1.04 |
| Core box area | 144000 µm² |
| Dominant logic cell type in the layout | inv_1 |
| Headroom to the max-slew limit | 14.1% |
| Switching fraction of total power | 28.4% |
## power by group through the flow
stage                 registers, mW  clock network [mW]  logic [mW]
final                          7.33                9.47        1.19
after global routing           7.32                10.3        1.22
after CTS                      7.32                9.60        1.11
## cell usage after synthesis (2+ instances only)
cell type / n / share of area [%]
a32oi_1: 96 / 1.9
nand3_1: 282 / 3.2
nand2b_1: 7 / 0.10
nor2_1: 52 / 0.45
nand4_1: 134 / 1.9
a22o_1: 36 / 0.72
a21oi_1: 3 / 0.034
or4_1: 53 / 0.91
edfxtp_1: 992 / 68
nor3b_1: 6 / 0.10
or3_1: 4 / 0.057
and3_1: 338 / 4.8
clkbuf_1: 229 / 2.0
buf_6: 12 / 0.31
a2111oi_1: 2 / 0.046
buf_2: 37 / 0.42
a2111oi_0: 90 / 1.8
a2111oi_2: 16 / 0.55
nor4_1: 11 / 0.16
and2_1: 34 / 0.49
a21o_1: 8 / 0.14
a221oi_1: 18 / 0.36
buf_1: 11 / 0.094
and2_0: 3 / 0.043
or2_2: 3 / 0.043
nand2_1: 32 / 0.27
nand3b_1: 10 / 0.17
nand4b_1: 3 / 0.060
o21a_1: 3 / 0.051
a222oi_1: 30 / 0.69
mux2i_1: 5 / 0.11
inv_1: 2 / 0.017
buf_4: 36 / 0.62
a22oi_1: 487 / 8.3
and3b_1: 5 / 0.10
nor2b_1: 12 / 0.17
nor3_2: 2 / 0.046
o21ai_0: 6 / 0.069
nor3_1: 8 / 0.091
mux4_2: 3 / 0.15
## final cells by class
| type | instances | area (µm²) | area share [%] |
|---|---|---|---|
| Antenna cell | 10 | 25.0 | 0.0400 |
| Clock buffer | 105 | 2630 | 4.20 |
| Clock inverter | 1081 | 5060 | 8.09 |
| Inverter | 1 | 3.75 | 0.00600 |
| Multi-Input combinational cell | 1820 | 15600 | 24.9 |
| Sequential cell | 992 | 29800 | 47.6 |
| Tap cell | 1903 | 2380 | 3.80 |
| Timing Repair Buffer | 753 | 7090 | 11.3 |
## stage by stage
stage          hold slack (ns)  std cells  TNS (ns)  total power, mW  setup WS, ns
3_3_place_gp              2.56       5402    -15.62             9.39        -0.538
4_1_cts                   2.56       6633    -32.56             18.0        -0.719
5_1_grt                   2.56       6657    -34.18             18.9        -0.730
2_1_floorplan             2.59       3139   -145.10             8.64        -0.320
3_5_place_dp              2.56       5402    -15.57             9.39        -0.519
6_report                  2.56       6665    -30.02             18.0        -0.690
## path summary, 6_finish.rpt
kind | startpoint | end | slack (ns) | cells past startpoint
worst max-delay path | regfile.reg_r30_q[21]$_DFFE_NP_ | rda[21] | -0.69 | 5
worst min-delay path | instr[7] | wa[0] | 2.56 | 0
## kinds of logic after synthesis
kind of cell | share of synthesized area, %
AND/OR/NAND/NOR | 13.3
flip-flops | 68.0
AND-OR/OR-AND | 14.9
buffers and inverters | 3.42
multiplexers | 0.294
other | 0.00856
## repair_timing
item	4_1_cts	5_1_grt
gates resized	559	131
pin swaps	210	152
buffers inserted	62	30
endpoints found under the setup margin	64	64
hold buffers	0	0
## metal layers
metal / share of wire (%) / vias to the layer above / global-route usage, %
met2: 41 / 4190 / 40.9
met4: 7.0 / 51 / 18.2
met5: 0.45 / - / 5.49
li1: - / 16295 / -
met3: 21 / 994 / 29.6
met1: 30 / 18751 / 30.3
Power is estimated from default activity; no workload was simulated.
