==> ./design.v <==
module fir_16tap (
	input wire				clk,           
	input wire              rst,           
	input wire signed	[15:0]		xin,		 
	output wire signed	[35:0]		yout		 
);
wire signed [15:0]	x_n0,x_n1,x_n2,x_n3,x_n4,x_n5,x_n6,x_n7,x_n8,x_n9,x_n10,x_n11,x_n12,x_n13,x_n14,x_n15;
wire signed [31:0]	y0,y1,y2,y3,y4,y5,y6,y7,y8,y9,y10,y11,y12,y13,y14,y15;
wire signed [15:0] a0,a1,a2,a3,a4,a5,a6,a7,a8,a9,a10,a11,a12,a13,a14,a15;
assign	a0 = 16'd0;			 
assign	a1 = 16'd1;			 
assign	a2 = 16'd2;			 
assign	a3 = 16'd3;			 
assign	a4 = 16'd4;			 
assign	a5 = 16'd5;			 
assign	a6 = 16'd6;			 
assign	a7 = 16'd7;			 
assign	a8 = 16'd8;			 
assign	a9 = 16'd9;			 
assign	a10 = 16'd10;			 
assign	a11 = 16'd11;			 
assign	a12 = 16'd12;			 
assign	a13 = 16'd13;			 
assign	a14 = 16'd14;			 
assign	a15 = 16'd15;			 
assign x_n0=xin;
dff dff1(.rst(rst),.clk(clk),.d(x_n0[15:0]),.q(x_n1[15:0]));
dff dff2(.rst(rst),.clk(clk),.d(x_n1[15:0]),.q(x_n2[15:0]));
dff dff3(.rst(rst),.clk(clk),.d(x_n2[15:0]),.q(x_n3[15:0]));
dff dff4(.rst(rst),.clk(clk),.d(x_n3[15:0]),.q(x_n4[15:0]));
dff dff5(.rst(rst),.clk(clk),.d(x_n4[15:0]),.q(x_n5[15:0]));
dff dff6(.rst(rst),.clk(clk),.d(x_n5[15:0]),.q(x_n6[15:0]));
dff dff7(.rst(rst),.clk(clk),.d(x_n6[15:0]),.q(x_n7[15:0]));
dff dff8(.rst(rst),.clk(clk),.d(x_n7[15:0]),.q(x_n8[15:0]));
dff dff9(.rst(rst),.clk(clk),.d(x_n8[15:0]),.q(x_n9[15:0]));
dff dff10(.rst(rst),.clk(clk),.d(x_n9[15:0]),.q(x_n10[15:0]));
dff dff11(.rst(rst),.clk(clk),.d(x_n10[15:0]),.q(x_n11[15:0]));
dff dff12(.rst(rst),.clk(clk),.d(x_n11[15:0]),.q(x_n12[15:0]));
dff dff13(.rst(rst),.clk(clk),.d(x_n12[15:0]),.q(x_n13[15:0]));
dff dff14(.rst(rst),.clk(clk),.d(x_n13[15:0]),.q(x_n14[15:0]));
dff dff15(.rst(rst),.clk(clk),.d(x_n14[15:0]),.q(x_n15[15:0]));
assign y0=x_n0*a0;
assign y1=x_n1*a1;
assign y2=x_n2*a2;
assign y3=x_n3*a3;
assign y4=x_n4*a4;
assign y5=x_n5*a5;
assign y6=x_n6*a6;
assign y7=x_n7*a7;
assign y8=x_n8*a8;
assign y9=x_n9*a9;
assign y10=x_n10*a10;
assign y11=x_n11*a11;
assign y12=x_n12*a12;
assign y13=x_n13*a13;
assign y14=x_n14*a14;
assign y15=x_n15*a15;
assign yout=y0+y1+y2+y3+y4+y5+y6+y7+y8+y9+y10+y11+y12+y13+y14+y15;
endmodule
module dff (
	input		rst,		 
	input		clk,		 
	input		[15:0]		d,
	output reg	[15:0] 		q
);  
always @ (posedge clk) begin
	if (rst)
		q <= 0;  
    else
		q <= d;
end
endmodule  
==> ./run.sh <==
#!/bin/bash
# OpenROAD 26Q1-2900-gdf79404cd8, Yosys 0.63+post, stock flow scripts
make -C /OpenROAD-flow-scripts/flow DESIGN_CONFIG=/design/flow/config.mk WORK_HOME=/design/flow/orfs finish
==> ./config.mk <==
export PLATFORM = sky130hd
export DESIGN_NAME = fir_16tap
export DESIGN_NICKNAME = fir_16tap
export VERILOG_FILES = /design/flow/design.v
export SDC_FILE = /design/flow/constraint.sdc
export NUM_CORES = 4
export LEC_CHECK = 1
export CORE_UTILIZATION = 40
==> ./constraint.sdc <==
current_design fir_16tap

set clk_period 23.1
set clk_io_pct 0.2

create_clock -name clk0 -period $clk_period [get_ports {clk}]

set non_clock_inputs [all_inputs -no_clocks]
set_input_delay [expr $clk_period * $clk_io_pct] -clock clk0 $non_clock_inputs
set_output_delay [expr $clk_period * $clk_io_pct] -clock clk0 [all_outputs]
==> run_results.csv <==
group,metric,value,unit
critical_path,endpoint,"yout[26]",
critical_path,cp_top_family,"adder cells",
critical_path,r2r_setup_slack,22.14,ns
grt,grt_remaining_overflow,0,
final_timing,max_slew.worst_pin.slew,0.792,ns
cts,cts_resized,0,
cts,cts_tree,"done",
logic_synthesis,synth_area,25700,um2
final_layout,lay_top_cells,"inv_1, fa_1, ha_1, dfxtp_1, nor2b_1",
logic_synthesis,syn_inst,2553,
worst_hold_path,hp-class,"reg -> reg",
final_timing,fin_worst_skew,0.0138,ns
route,wl_per_cell,16.2,um
cts,clock-sinks,240,
cts,clk_pin_slew,0.06,ns
logic_synthesis,synth_warnings,1,
route,antenna_left,0,
final_timing,hold_viol,0,
die,io_pins,54,
cts,cts_hold_buffers,0,
route,route.detailed.drc,0,
power,seq_power_share,0.383,
route,routed_wl,56.2,mm
logic_synthesis,ys_types,63,
logic_synthesis,ys.flops,240,
power,p_clk_frac,0.438,
logic_synthesis,synth.area.top_cells,"fa_1, dfxtp_1, ha_1, inv_1, nor2b_1",
logic_synthesis,synth_seq_share,0.187,
final_layout,layout-drive-gt1-share,0.0244,
run,cap_viol_max_count,0,
critical_path,worstReg2RegStart,"dff11.q[15]",
critical_path,slowest_delay,0.57,ns
die,fp_util,0.406,
power,switchingPower,0.000306,W
grt,grt_pass1_wl,91.8,mm
cts,htreeDepth,1,
logic_synthesis,ys_cells,2553,
critical_path,path_depth,34,
power,powerDensity,39.3,nW/um2
grt,grt_pass1_vias,17100,
critical_path,critical_path_class,"reg -> out",
final_timing,fin_crit,15.01,ns
route,first_iter_violations,602,
die,core_area,63200,um2
cts,post_cts_buffers,0,
logic_synthesis,flop_cell,"dfxtp_1",
critical_path,reg2reg_depth,2,
die,rows,92,
final_timing,drv_slew,0,
placement,dp_hpwl,48.0,mm
status,status,"finished clean",
power,sw_frac_of_total,0.277,
final_timing,period_used_share,0.650,
final_timing,max_freq,0.0666,GHz
critical_path,crit_required,18.48,ns
logic_synthesis,synth-async-reset-ratio,0,
cts,cts_buffers,30,
final_timing,fin_tns_setup,0,ns
grt,grtUsageTotal,0.196,
final_layout,syn_to_final_growth,9.57,%
power,max-vdd-ir-drop,0.0525,mV
placement,io_buffers,53,
final_timing,hold_slack,0.458,ns
logic_synthesis,syn_area_per_cell,10.0,um2
critical_path,crit_path_end_kind,"primary output",
run,tool_warnings,38,
cts,cts_buffer_depth,3,
die,die_h,255,um
critical_path,worst-path-buf-inv,9,
final_timing,finalSetupViolCount,0,
final_timing,max_slew_margin,0.472,
route,vias,15800,
logic_synthesis,top_area_cell,"fa_1",
logic_synthesis,yosysChipArea,25700,um2
die,dieArea,65200,um2
critical_path,arrival,10.39,ns
final_layout,lay_top_count,"inv_1",
final_timing,setup_slack,8.09,ns
route,first_pass_iters,5,
final_timing,rsz0062_at_grt,"no",
critical_path,cp_common_cell,"fa_1",
critical_path,worst_r2r_endpoint,"dff12.q[15]",
grt,antenna_found_initial,0,
power,comb_power_share,0.179,
critical_path,worstPathMaxFanout,7,
route,routed_via_density,4.56,
logic_synthesis,top_area_frac,0.368,
cts,worstSkewPairLatency,0.58,ns
critical_path,cp-startpoint,"dff14.q[2]",
grt,grt_max_degree,105,
power,p_int,0.000799,W
logic_synthesis,synth-edff-count,0,
route,n_antenna_cell,0,
critical_path,cp_slowest_cell,"fa_1",
critical_path,critPathLaunchType,"register",
placement,dpl_worst_slack,8.69,ns
power,p_leak,13.8,nW
die,die_x,255,um
placement,place_congestion,0.909,
cts,cts_root_buf,"clkbuf_16",
cells in the mapped netlist, drive strengths merged (13+ instances only):
library cell and instances:
clkbuf 30, ha 333, nor2b 155, dfxtp 240, nand2b 13, o21a 16
nand2 29, xor2 23, a21o 26, a21oi 55, inv 789, nor2 152
xnor2 50, nor3 17, o21ai 39, fa 471
cell families after synthesis:
| group | count (synthesis) | share of synthesized area |
|---|---|---|
| AND-OR/OR-AND | 209 | 0.0557 |
| XOR/XNOR | 73 | 0.0249 |
| adder cells (fa/ha/maj) | 804 | 0.530 |
| buffers and inverters | 825 | 0.122 |
| flip-flops | 240 | 0.187 |
| multiplexers | 5 | 0.00195 |
| AND/OR/NAND/NOR | 397 | 0.0786 |
worst register-to-register path: stages, from the launching register on:
cell and delay [ns]:
dfxtp_1 0.51, inv_1 0.25, nor2_1 0.13
worst min path at each step:
stage / startpoint / endpoint / slack [ns] / cells past startpoint
after CTS: dff8.q[11] / dff9.q[11] / 0.46 / 2
after global routing: dff8.q[4] / dff9.q[4] / 0.48 / 2
final: dff8.q[4] / dff9.q[4] / 0.46 / 2
power groups by stage:
stage	sequential [W]	clock [W]	combinational, W
after CTS	0.000423	0.000496	0.000201
after global routing	0.000424	0.000515	0.000225
final	0.000423	0.000484	0.000198
cell type report:
class                   instances  area, um2
inverters                     789       2960
clock inverters                18        203
multi-input cells            1488      17700
repair buffers                 55        549
well taps                     846       1060
fillers                      5791      35100
flip-flops and latches        240       4800
clock buffers                  36        803
metrics by stage:
stage,std cells,power (W),utilization,area (um2)
after global placement,3418,0.000631,0.429,27100
after CTS,3472,0.00112,0.445,28100
after floorplan,2553,0.000551,-,25700
after detailed placement,3418,0.000632,0.429,27100
after global routing,3472,0.00116,0.445,28100
final,3472,0.00110,0.445,28100
per-layer routing:
metal,track usage,part of all wire,vias to the layer above
li1,-,-,7683
met1,0.268,0.40,7789
met2,0.332,0.52,283
met3,0.0388,0.049,71
met4,0.0476,0.031,2
met5,0.00752,0.0012,-
Power figures rest on the tool's default switching activity, not on a simulated workload.
